**run.sh**
```bash
#!/bin/bash
# OpenROAD 26Q1-2900-gdf79404cd8, Yosys 0.63+post, stock flow scripts
make -C /OpenROAD-flow-scripts/flow DESIGN_CONFIG=/design/flow/config.mk WORK_HOME=/design/flow/orfs finish
```
**config.mk**
```make
export PLATFORM = sky130hd
export DESIGN_NAME = memory
export DESIGN_NICKNAME = memory
export VERILOG_FILES = /design/flow/design.v
export SDC_FILE = /design/flow/constraint.sdc
export NUM_CORES = 4
export LEC_CHECK = 1
export CORE_UTILIZATION = 30
```
**constraint.sdc**
```tcl
current_design memory

set clk_period 4.5
set clk_io_pct 0.2

create_clock -name clk0 -period $clk_period [get_ports {clock}]

set non_clock_inputs [all_inputs -no_clocks]
set_input_delay [expr $clk_period * $clk_io_pct] -clock clk0 $non_clock_inputs
set_output_delay [expr $clk_period * $clk_io_pct] -clock clk0 [all_outputs]
```
**design.v**
```verilog
`timescale 1ns / 1ps
module memory(clock,enable,ReadWrite,Address,DataIn,DataOut);
    parameter n = 17;         
    parameter m = 3;         
    parameter pow2m = 8;    
    input clock;
    input enable;
    input ReadWrite;
    input [n-1:0] DataIn;
    input [m-1:0] Address;
    output reg [n-1:0] DataOut;
    reg [n-1:0] Mem[0:pow2m-1];
    integer j;
    initial
        for(j = 0; j < pow2m; j = j + 1)
            Mem[j] = j;
    always @(posedge clock)
        if(enable)
            if(ReadWrite == 1'b1) 
                DataOut <= Mem[Address];
            else
                Mem[Address] <= DataIn;          
        else
            DataOut <= 'bz;        
endmodule
```
==> results.yml <==
# flow metrics
run_status:
  status: "finished, final reports clean"
global_route:
  grt.overflow.total: 0
  grt_pass1_wl_mm: 15.9
  grt_antenna_before_repair: 0
  first_global_vias: 2710
  grtUsageTotal: 0.119
  grt_max_degree: 24
yosys:
  syn_area_per_cell_um2: 25.3
  synth-warning-count: 2
  syn_area_mm2: 0.00577
  yosys_area_mm2: 0.00577
  ys_types: 16
  yosysCellCount: 228
  netlist_instances: 228
  postSynthSeqShare: 0.796
  synth-seq-cells: 153
routing:
  drtAntennaViolNets: 0
  wl_met3_mm: 1.25
  drt_iter0_markers: 165
  top_layer: "met4"
  drc_errors: 0
  met1_length_mm: 3.91
  finalWirelength_mm: 10.4
  avgRoutedWirePerCell_um: 19.4
  via_per_inst: 4.64
  n_antenna_cell: 0
  num_vias: 2478
  route.met2.wl_mm: 5.08
  drt_pre_antenna_iters: 4
clock_tree:
  numClockSinks: 153
  clk_pin_slew_ps: 60
  cts_resized: 0
  clk_path_buf_depth: 2
  cts_made_buffers: 17
  clockRootBuffer: "clkbuf_16"
  ctsHoldBuffers: 0
  cts_tree: "yes"
  clk_latency_ps: 410
  h-tree-depth: 4
  post_cts_buffers: 0
hold_path:
  hold_end: "DataOut[2]$_DFFE_PP_"
  worstHoldPathCells: 2
  worstHoldStart: "Mem[5][2]$_DFFE_PP_"
  hold_path.class: "reg2reg"
sta:
  clock_skew_ps: 6.43
  hold_violations: 0
  timing.fmax_mhz: 369
  rsz0062_at_grt: "no"
  setup_tns_ps: 0
  fin_crit_ps: 2710
  finalSetupViolCount: 0
  relSlewSlack: 0.561
  period_used_share: 0.603
  slew_viol_final: 0
  worst_pin_slew_ps: 659
placement:
  io_buffers: 39
  dp_cells: 505
  place_area_mm2: 0.00649
  place_congestion: 0.713
  place_hpwl_mm: 5.93
power:
  leakagePower_uw: 0.00233
  p_per_area_mw_per_mm2: 465
  ir_worst_vdd_mv: 0.440
critical_path:
  r2r_end: "DataOut[8]$_DFFE_PP_"
  max_stage_delay_ps: 860
  cp.arrival_ps: 2800
  r2r-start: "Mem[1][8]$_DFFE_PP_"
  r2r_slack_ps: 3070
  cpMaxStageDelayCell: "clkdlybuf4s50_1"
  crit_required_ps: 4590
  reg2regPathDepth: 2
  cp_max_fo: 17
  path_buffers: 3
  crit_family: "buffers and inverters"
  path_class: "in2reg"
  cp_common_cell: "buf_4"
  crit_chain: "clkdlybuf4s50_1 -> buf_4 -> nand3b_1 -> nor2_1 -> buf_4"
  cp-end-kind: "flop"
  worstSetupStartpointType: "primary input"
finish:
  final-comb-area_mm2: 0.00112
  nFillCells: 1673
  areaGrowthSynthToFinish_pct: 23.5
  finalNonFillerCells: 534
  final_area_mm2: 0.00713
  layout-drive-gt1-share: 0.277
  seq_area_mm2: 0.00459
flow_run:
  drv_cap: 0
  warnings: 25
floorplanning:
  io_pins: 40
  core_mm2: 0.0188
  row_count: 50
  die_h_um: 141
  initCoreUtil: 0.307
  die_w_um: 141
  die_area_mm2: 0.0198
## layer usage
layer / global-route usage / vias to the layer above
met1: 0.151 / 1230
met4: 0.0132 / 0
met5: 0 / -
li1: - / 1100
met3: 0.0744 / 10
met2: 0.185 / 138
## power breakdown
part           total (uW)  leakage [uW]  switching [uW]  internal (uW)
clock                1520      0.000311             501           1020
combinational         168      0.000621            69.9           98.4
sequential           1630       0.00140            10.3           1620
## worst reg2reg max path, cell delays in order, from the launching register on
cell,delay (ps)
edfxtp_1,370
mux4_1,520
mux2_4,290
## cell type report
class                   instances  share of cell area
repair buffers                 53              0.0688
clock buffers                  17              0.0597
multi-input cells              65               0.157
flip-flops and latches        153               0.645
clock inverters                12              0.0290
well taps                     234              0.0411
## synthesized netlist by cell type
master / n / share of area
edfxtp_1: 153 / 0.80
mux4_2: 23 / 0.090
mux4_1: 11 / 0.050
mux2_4: 10 / 0.026
mux2_2: 7 / 0.014
buf_2: 6 / 0.0052
nor2_1: 6 / 0.0039
nand2b_1: 3 / 0.0033
nor3_1: 2 / 0.0017
buf_1: 1 / 0.00065
buf_12: 1 / 0.0035
buf_6: 1 / 0.0020
clkbuf_1: 1 / 0.00065
nand2_1: 1 / 0.00065
nand3b_1: 1 / 0.0013
or3b_1: 1 / 0.0015
## kinds of logic after synthesis
group | synth area share
buffers and inverters | 0.0119
DFF | 0.796
and+or+nand+nor | 0.0124
muxes | 0.180
## state kept, by name, summed over array words and instances (netlist names)
register / count
Mem: 136
DataOut: 17
## layout by cell type (no fill, tap or decap), types with 3 or more instances in the layout
master	netlist	layout
bufinv_16	0	6
mux4_2	23	23
mux2_2	7	7
clkinv_1	0	3
buf_4	0	14
mux2_4	10	10
clkbuf_16	0	17
nand2b_1	3	3
mux4_1	11	11
clkinv_2	0	3
clkdlybuf4s50_1	0	38
edfxtp_1	153	153
nor2_1	6	6
## how the worst max path moves through the flow
| stage | end | slack [ps] | cells past startpoint | start |
|---|---|---|---|---|
| finish | Mem[7][5]$_DFFE_PP_ | 1790 | 5 | Address[1] |
| global route | Mem[3][16]$_DFFE_PP_ | 1670 | 5 | Address[1] |
| CTS | Mem[7][5]$_DFFE_PP_ | 1770 | 5 | Address[1] |
## metrics by stage
step | setup WS [ps] | total power (uW) | utilization | hold WS, ps
6_report | 1790 | 3320 | 0.380 | 751
5_1_grt | 1670 | 3420 | 0.380 | 773
4_1_cts | 1770 | 3350 | 0.380 | 753
3_5_place_dp | 1360 | 1830 | 0.346 | 738
3_3_place_gp | 1380 | 1830 | 0.346 | 724
2_1_floorplan | 1320 | 1730 | - | 718
Power and IR drop assume default switching activity.
