### config.mk
export PLATFORM = sky130hd
export DESIGN_NAME = sSegDisplay_8
export DESIGN_NICKNAME = sSegDisplay_8
export VERILOG_FILES = /design/flow/design.v
export SDC_FILE = /design/flow/constraint.sdc
export NUM_CORES = 4
export LEC_CHECK = 1
export CORE_AREA = 10 10 88 88
export DIE_AREA = 0 0 98 98
### constraint.sdc
current_design sSegDisplay_8

set clk_period 2.6
set clk_io_pct 0.2

create_clock -name clk0 -period $clk_period [get_ports {ck}]

set non_clock_inputs [all_inputs -no_clocks]
set_input_delay [expr $clk_period * $clk_io_pct] -clock clk0 $non_clock_inputs
set_output_delay [expr $clk_period * $clk_io_pct] -clock clk0 [all_outputs]
### design.v
module sSegDisplay_8(ck, digit0, digit1, digit2, digit3, digit4, digit5, digit6, digit7, seg, an);
	input ck;  
	input [0:6] digit0, digit1, digit2, digit3, digit4, digit5, digit6, digit7;  
	output [0:7] seg;    
	output [7:0] an;     
	reg [19:0]cnt=20'b0;  
	reg [0:7]hex;   
	reg [7:0]intAn; 		 
	assign  an = intAn;
	assign   seg = hex;
	always@(posedge ck)
   begin
         cnt <= cnt + 1'b1;
   end  
   always@(cnt[19:17])   
	begin
			case(cnt[19:17])    
				0: begin intAn = 8'b11111110; hex = {digit0, 1'b1}; end
				1: begin intAn = 8'b11111101; hex = {digit1, 1'b1}; end
				2: begin intAn = 8'b11111011; hex = {digit2, 1'b1}; end
				3: begin intAn = 8'b11110111; hex = {digit3, 1'b1}; end
				4: begin intAn = 8'b11101111; hex = {digit4, 1'b1}; end
				5: begin intAn = 8'b11011111; hex = {digit5, 1'b1}; end
				6: begin intAn = 8'b10111111; hex = {digit6, 1'b1}; end
				default: begin intAn = 8'b01111111; hex={digit7, 1'b1}; end
			endcase
	end
endmodule
### run.sh
#!/bin/bash
# OpenROAD 26Q1-2900-gdf79404cd8, Yosys 0.63+post, stock flow scripts
make -C /OpenROAD-flow-scripts/flow DESIGN_CONFIG=/design/flow/config.mk WORK_HOME=/design/flow/orfs finish
==> flow_summary.json <==
{
  "die-width_um": 98,
  "worstReg2RegEnd": "cnt[16]",
  "ys_top_cells_by_count": "20 x dfxtp_1, 16 x nand2_1, 14 x nor2_1, 13 x xnor2_1, 12 x nand3_1",
  "hpwlAfterDp_um": 3450,
  "grt_start_max_net_pins": 20,
  "grt_use_total_pct": 8.52,
  "launch_point_of_the_worst_hold_path": "cnt[0]",
  "detail_route.first_pass.iterations": 3,
  "global_route.overflow_total": 0,
  "grt_pass1_vias": 1266,
  "holdPathEnd": "cnt[0]",
  "fraction_of_layout_cells_with_a_size_suffix_above_1_pct": 11.6,
  "setup-violations-final": 0,
  "power_per_cell_area_mw_per_mm2": 289,
  "synth_area_mm2": 0.00130,
  "outcome": "finished, final reports clean",
  "synth_largest_type_area_fraction_pct": 30.9,
  "placedCellCount": 296,
  "synth-area-yosys_mm2": 0.00130,
  "grt_pass1_wl_um": 6840,
  "max_cap_violations": 0,
  "largest_reg_flops": 20,
  "detail_route.vias_per_cell": 4.31,
  "timing.hold.worst_path_depth": 1,
  "synth_seq_share_pct": 30.9,
  "clock_insertion_delay_worst_skew_ns": 0.25,
  "fin_crit_sh_pct": 99.0,
  "cts.root.buffer_cell": "clkbuf_8",
  "grt_setup_unrepaired": "true",
  "setup_slack_reg_to_reg_ns": 1.11,
  "logic_area_um2": 833,
  "post_synth_num_cell_types": 35,
  "clk_path_buf_depth": 2,
  "async_flop_share_pct": 0,
  "worst-endpoint-arrival_ns": 2.05,
  "fill_cells": 621,
  "floorplan.initialDensity_pct": 21.9,
  "postSynthCellCount": 153,
  "vdd_drop_max_uv": 447,
  "gp_congestion": 0.818,
  "crit_type": "input port to primary output",
  "wire_per_inst_um": 13.8,
  "grt_antenna_before_repair": 0,
  "synth-cells-yosys": 153,
  "clk_pin_slew_ns": 0.07,
  "crit_required_ns": 2.08,
  "achievable-frequency_ghz": 0.389,
  "totalWireLength_um": 4140,
  "finalHoldViolCount": 0,
  "h-tree-depth": 1,
  "leakage_nw": 0.804,
  "ys.flop_type": "dfxtp_1",
  "setup.worst_path.end_class": "primary output",
  "crit_path_max_fanout": 1,
  "maxSlewViolCount": 0,
  "finalWorstPathRequiredPeriod_ns": 2.57,
  "fp.dieH_um": 98,
  "remaining_drc_errors": 0,
  "postPlaceCellArea_mm2": 0.00209,
  "clock_sink_count": 20,
  "yosysWarningCount": 1,
  "ys.flops": 20,
  "regMostFlops": "cnt",
  "reg2regPathDepth": 5,
  "netlist_top_cells_area": "dfxtp_1 31%, xnor2_1 8.8%, mux4_2 6.9%",
  "numCtsBuffers": 3,
  "die_area_mm2": 0.00960,
  "setup.worst_path.start_class": "input port",
  "avgSynthCellArea_um2": 8.48,
  "drtAntennaViolNets": 0,
  "insertedDiodeCount": 0,
  "first_iter_violations": 44,
  "final-seq-area_um2": 404,
  "ioPinCount": 73,
  "biggestRegsByFlops": "cnt x20",
  "via_count": 1294,
  "post-synth-top-area-cell": "dfxtp_1",
  "reg2reg_from": "cnt[0]",
  "postLayoutCellArea_mm2": 0.00217,
  "cts_tree": "yes",
  "stage_log_warnings": 26,
  "area_growth_syn_to_layout_pct": 67.4,
  "number_of_placement_rows": 28,
  "worst_clock_skew_ns": 0.00397,
  "portBuffers": 71,
  "timing.hold.worst.class": "flop to flop",
  "synth.most_common_cell": "dfxtp_1",
  "layout.cells.non_filler": 300,
  "cts_hold_buffers": 0,
  "core-area_mm2": 0.00592,
  "enable_flop_cells": 0
}
## metrics by stage
step	hold slack (ns)	total power [W]	setup WS [ns]	TNS, ns	utilization [%]
global placement	0.398	0.000408	-0.217	-0.224	35.4
detailed placement	0.402	0.000409	-0.233	-0.258	35.4
global route	0.453	0.000660	-0.0509	-0.0509	36.7
CTS	0.421	0.000638	0.00807	0	36.3
floorplan	0.383	0.000325	0.623	0	-
finish	0.417	0.000627	0.0267	0	36.7
## cells by family after synthesis
logic type	after synthesis	synth area share (%)
and+or+nand+nor	64	25.4
AOI/OAI and AO/OA	25	12.4
DFF	20	30.9
xor gates and xnor gates	18	12.2
buffers and inverters	14	5.59
muxes	10	12.3
adders and majority gates	1	0.964
other	1	0.289
## worst max path at each step
stage         startpoint      to  slack, ns  depth (start not counted)
global route   digit5[1]  seg[1]      -0.05                          6
CTS            digit5[5]  seg[5]      0.008                          6
finish         digit5[1]  seg[1]       0.03                          6
## cell usage in the layout (no fill, tap or decap), types with 2 or more instances in the layout
| cell type | netlist | final |
|---|---|---|
| dfxtp_2 | 0 | 3 |
| mux2i_1 | 4 | 4 |
| clkdlybuf4s50_1 | 0 | 65 |
| buf_4 | 2 | 4 |
| mux2_4 | 2 | 2 |
| a22oi_1 | 6 | 6 |
| or3_1 | 5 | 5 |
| nor2_1 | 14 | 13 |
| dlymetal6s2s_1 | 0 | 2 |
| nand3b_1 | 3 | 3 |
| o21ai_1 | 7 | 7 |
| nand4_1 | 4 | 4 |
| nand2_1 | 16 | 16 |
| nand3_1 | 12 | 12 |
| dfxtp_1 | 20 | 17 |
| xnor2_1 | 13 | 13 |
| nor3_2 | 2 | 2 |
| a21oi_1 | 5 | 5 |
| mux4_2 | 4 | 4 |
| clkbuf_8 | 0 | 4 |
| o22a_1 | 3 | 3 |
| inv_1 | 4 | 4 |
| nor2b_2 | 0 | 2 |
| xor2_1 | 5 | 5 |
| and3_1 | 3 | 3 |
| dlygate4sd2_1 | 0 | 4 |
## per-layer routing
| layer | share of wire [%] | track usage [%] | vias up |
|---|---|---|---|
| met5 | 0 | 0 | - |
| met4 | 1.0 | 0.783 | 0 |
| met3 | 6.0 | 2.42 | 4 |
| met2 | 48 | 13.8 | 36 |
| met1 | 45 | 11.5 | 574 |
| li1 | - | - | 680 |
## critical path, cell delays in order
cell	delay (ns)
clkdlybuf4s50_1	0.45
a21oi_1	0.06
or3_1	0.34
o21ai_1	0.09
o22a_1	0.14
clkdlybuf4s50_1	0.46
## power by group
| part | total, W | switching (W) | internal (W) |
|---|---|---|---|
| combinational | 0.0000946 | 0.0000147 | 0.0000799 |
| clock | 0.000226 | 0.0000915 | 0.000134 |
| sequential | 0.000306 | 0 | 0.000306 |
| total | 0.000627 | 0.000106 | 0.000521 |
## layout make-up
type,instances,share of cell area [%]
sequential,20,18.6
inverter,5,0.864
tap,75,4.32
clock buffer,4,2.53
timing repair buffer,77,35.3
multi-input combinational,119,38.4
## timing repair
| item | CTS | global route |
|---|---|---|
| gates resized | 7 | 9 |
| endpoints found under the setup margin | 6 | 4 |
| setup buffers | 0 | 0 |
| pin swaps | 1 | 3 |
Power is estimated from default activity; no workload was simulated.
