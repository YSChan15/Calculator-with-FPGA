<file path="flow/config.mk">
export PLATFORM = sky130hd
export DESIGN_NAME = calculator
export DESIGN_NICKNAME = calculator
export VERILOG_FILES = /design/flow/design.v
export SDC_FILE = /design/flow/constraint.sdc
export NUM_CORES = 4
export LEC_CHECK = 1
export CORE_UTILIZATION = 50
</file>
<file path="flow/constraint.sdc">
current_design calculator

set clk_period 6.6
set clk_io_pct 0.2

create_clock -name clk0 -period $clk_period [get_ports {push}]

set non_clock_inputs [all_inputs -no_clocks]
set_input_delay [expr $clk_period * $clk_io_pct] -clock clk0 $non_clock_inputs
set_output_delay [expr $clk_period * $clk_io_pct] -clock clk0 [all_outputs]
</file>
<file path="flow/design.v">
`timescale 1ns / 1ps
module calculator(push,reset,digit,BCD3,BCD2,BCD1,BCD0,negative_sign,error,A3,A2,A1,A0,AN,B3,B2,B1,B0,BN,Z4,Z3,Z2,Z1,Z0,operator,out_error);
    input push;
    input reset;
    input [3:0]digit;
    input [3:0]BCD3;
    input [3:0]BCD2;
    input [3:0]BCD1;
    input [3:0]BCD0;
    input negative_sign;
    input error;
    output reg [3:0]A3;
    output reg [3:0]A2;
    output reg [3:0]A1;
    output reg [3:0]A0;
    output reg AN;
    output reg [3:0]B3;
    output reg [3:0]B2;
    output reg [3:0]B1;
    output reg [3:0]B0;
    output reg BN;
    output reg [3:0]Z4;
    output reg [3:0]Z3;
    output reg [3:0]Z2;
    output reg [3:0]Z1;
    output reg [3:0]Z0;
    output reg [3:0]operator;
    output reg out_error;
    parameter S0 = 0, S1 = 1, S2 = 2, S3 = 3, S4 = 4, S5 = 5, S6 = 6, S7 = 7, S8 = 8, S9 = 9, S10 = 10, S12 = 12;
    parameter add = 10, subtract = 11, multiply = 12, divide = 13;
    reg[4:0]state;
    reg[4:0]next;
    parameter blank = 4'b1110;
    parameter negative = 4'b1111;
    parameter error_E = 4'b1100;
    initial begin
    state = S0;
    A3 = 0; A2 = 0; A1 = 0; A0 = 0; AN = 0;
    B3 = 0; B2 = 0; B1 = 0; B0 = 0; BN = 0;
    end
    always @(posedge push, posedge reset)
        if(reset)
            state <= S0;
        else
            state <= next;
    always @*
    begin
        case(state)
            S0:
            begin
                if((0 < digit) && (digit <= 9))
                    next = S1;
                else
                    next = S0;
            end
            S1:
            begin
                if(digit == 15)
                    next = S1;    
                else if ((10 <= digit) && (digit <= 13))
                    next = S5;
                else if (digit == 14)
                    next = S1;
                else
                    next = S2;
            end
            S2:
            begin
                if(digit == 15)
                    next = S2;    
                else if ((10 <= digit) && (digit <= 13))
                    next = S5;
                else if (digit == 14)
                    next = S2;
                else
                    next = S3;
            end
            S3:
            begin
                if(digit == 15)
                    next = S3;    
                else if ((10 <= digit) && (digit <= 13))
                    next = S5;
                else if (digit == 14)
                    next = S3;
                else
                    next = S4;                        
            end          
            S4:
            begin
                if(digit == 15)
                    next = S4;    
                else if ((10 <= digit) && (digit <= 13))
                    next = S5;
                else
                    next = S4;    
            end
            S5:
            begin
                if((0 <= digit) && (digit <= 9))
                    next = S6;
                else
                    next = S5;
            end
            S6:
            begin
                if(digit == 15)
                    next = S6;    
                else if ((10 <= digit) && (digit <= 13))
                    if(error)
                        next = S12;
                    else    
                        next = S5;
                else if (digit == 14)
                    if(error)
                        next = S12;
                    else
                        next = S10;
                else if (digit == 0)
                    if(B0 == 0)
                        next = S6;
                    else    
                        next = S7;    
                else if(B0 == 0)
                    next = S6;
                else
                    next = S7;
            end
            S7:
            begin
                if(digit == 15)
                    next = S7;    
                else if ((10 <= digit) && (digit <= 13))
                    if(error)
                        next = S12;
                    else    
                        next = S5;
                else if (digit == 14)
                    if(error)
                        next = S12;
                    else    
                        next = S10;
                else
                    next = S8; 
            end
            S8:
            begin
                if(digit == 15)
                    next = S8;    
                else if ((10 <= digit) && (digit <= 13))
                    if(error)
                        next = S12;
                    else
                        next = S5;
                else if (digit == 14)
                    if(error)
                        next = S12;
                    else    
                        next = S10;
                else
                    next = S9;
            end
            S9:
            begin
                if(digit == 15)
                    next = S9;    
                else if ((10 <= digit) && (digit <= 13))
                    if(error)
                        next = S12;
                    else    
                        next = S5;
                else if (digit == 14)
                    if(error)
                        next = S12;
                    else    
                        next = S10;
                else
                    next = S9;
            end
            S10:
            begin
                if ((10 <= digit) && (digit <= 13))
                    next = S5;
                else if (digit == 15)
                    next = S10;
                else if (digit == 14)
                    next = S10;
                else if ((0 < digit) && (digit <= 9))
                    next = S1;
                else
                    next = S0;                                              
            end
            S12:
            begin
                next = S12;
            end
            default:
                next = S0;
    endcase
end                              
    always @(posedge push, posedge reset)
        if(reset)
        begin
               A3 <= 0; A2 <= 0; A1 <= 0; A0 <=0; AN <=0;
               B3 <= 0; B2 <= 0; B1 <= 0; B0 <=0; BN <=0;
               operator <= 0;
        end
        else
        begin
            case(state)
                S0:
                begin
                    A0 <= digit;
                end
                S1:
                begin
                    if(digit == 15)
                        AN <= ~AN;
                    else if((10 <= digit) && (digit <= 13))
                        operator <= digit;
                    else if(~(digit == 14))
                    begin
                        A1 <= A0; A0 <= digit;     
                    end
                end
                S2:
                begin
                    if(digit == 15)
                        AN <= ~AN;
                    else if((10 <= digit) && (digit <= 13))
                        operator <= digit;
                    else if(~(digit == 14))
                    begin
                       A2<= A1; A1 <= A0; A0 <= digit;     
                    end
                end
                S3:
                begin
                    if(digit == 15)
                        AN <= ~AN;
                    else if((10 <= digit) && (digit <= 13))
                        operator <= digit;
                    else if(~(digit == 14))
                    begin
                        A3 <= A2; A2 <= A1; A1 <= A0; A0 <= digit;     
                    end
                end
                S4:
                begin
                    if(digit == 15)
                        AN <= ~AN;
                    else if((10 <= digit) && (digit <= 13))
                        operator <= digit;
                end
                S5:
                begin
                    if((0 <= digit) && (digit <= 9))
                        B0 <= digit;
                    else if((10 <= digit) && (digit <= 13))
                        operator <= digit;     
                end
                S6:
                begin
                    if(digit == 15)
                        BN <= ~BN;
                    else if((10 <= digit) && (digit <= 13))
                    begin
                        operator <= digit;
                        A3 <= BCD3; A2 <= BCD2; A1 <= BCD1; A0 <= BCD0; AN <= negative_sign;
                        B3 <= 0; B2 <= 0; B1 <= 0; B0 <= 0; BN <= 0;
                    end
                    else if(digit == 14)
                    begin
                        A3 <= BCD3; A2 <= BCD2; A1 <= BCD1; A0 <= BCD0; AN <= negative_sign;
                        B3 <= 0; B2 <= 0; B1 <= 0; B0 <= 0; BN <= 0;
                    end
                    else if(digit == 0)
                    begin
                        if(B0 != 0)
                            B1 <= B0; B0 <= digit;
                    end
                    else if(B0 == 0)
                        B0 <= digit;
                    else if(~(B0 == 0))   
                    begin
                       B1 <= B0; B0 <= digit;     
                    end
                end
                S7:
                begin
                    if(digit == 15)
                        BN <= ~BN;
                    else if((10 <= digit) && (digit <= 13))
                    begin
                        operator <= digit;
                        A3 <= BCD3; A2 <= BCD2; A1 <= BCD1; A0 <= BCD0; AN <= negative_sign;
                        B3 <= 0; B2 <= 0; B1 <= 0; B0 <= 0; BN <= 0;
                    end     
                    else if(digit == 14)
                    begin
                        A3 <= BCD3; A2 <= BCD2; A1 <= BCD1; A0 <= BCD0; AN <= negative_sign;
                        B3 <= 0; B2 <= 0; B1 <= 0; B0 <= 0; BN <= 0;
                    end
                    else 
                    begin
                       B2 <= B1; B1 <= B0; B0 <= digit;     
                    end
                end
                S8: 
                begin
                    if(digit == 15)
                        BN <= ~BN;
                    else if((10 <= digit) && (digit <= 13))
                    begin   
                        operator <= digit;
                        A3 <= BCD3; A2 <= BCD2; A1 <= BCD1; A0 <= BCD0; AN <= negative_sign;
                        B3 <= 0; B2 <= 0; B1 <= 0; B0 <= 0; BN <= 0;
                    end  
                    else if(digit == 14)
                    begin
                        A3 <= BCD3; A2 <= BCD2; A1 <= BCD1; A0 <= BCD0; AN <= negative_sign;
                        B3 <= 0; B2 <= 0; B1 <= 0; B0 <= 0; BN <= 0;
                    end
                    else 
                    begin
                        B3 <= B2; B2 <= B1; B1 <= B0; B0 <= digit;     
                    end  
                end
                S9:
                begin
                    if(digit == 15)
                        BN <= ~BN;
                    else if((10 <= digit) && (digit <= 13))
                    begin
                        operator <= digit;
                        A3 <= BCD3; A2 <= BCD2; A1 <= BCD1; A0 <= BCD0; AN <= negative_sign;
                        B3 <= 0; B2 <= 0; B1 <= 0; B0 <= 0; BN <= 0;
                    end
                    else if(digit == 14)
                    begin
                        A3 <= BCD3; A2 <= BCD2; A1 <= BCD1; A0 <= BCD0; AN <= negative_sign;
                        B3 <= 0; B2 <= 0; B1 <= 0; B0 <= 0; BN <= 0;
                    end
                end       
                S10:
                begin
                if(digit == 15)
                    AN <= ~AN;
                else if((10 <= digit) && (digit <= 13))
                    operator <= digit;       
                else if ((0 < digit) && (digit <= 9))
                begin
                    A3 <= 0; A2 <= 0; A1 <= 0; A0 <= digit; AN <= 0;
                    B3 <= 0; B2 <= 0; B1 <= 0; B0 <= 0; BN <= 0;
                end
                else if (digit == 0)
                begin
                    A3 <= 0; A2 <= 0; A1 <= 0; A0 <= 0; AN <= 0;
                    B3 <= 0; B2 <= 0; B1 <= 0; B0 <= 0; BN <= 0;
                end    
                end
                S12:
                begin
                end
            endcase                      
    end                         
    always @*
    begin
        out_error = 0;
        case(state)
            S0:
            begin
                Z4 = blank; Z3 = blank; Z2 = blank; Z1 = blank;
                Z0 = 0;                        
            end
            S1:
            begin
                Z4 = blank; Z3 = blank; Z2 = blank;       
                if(AN)                  
                    Z1 = negative;
                else
                    Z1 = blank;
                Z0 = A0;    
            end
            S2: 
            begin
                Z4 = blank; Z3 = blank;       
                if(AN)                  
                    Z2 = negative;
                else
                    Z2 = blank;
                Z1 = A1;
                Z0 = A0;    
            end
            S3:
            begin
                Z4 = blank;       
                if(AN)                  
                    Z3 = negative;
                else
                    Z3 = blank;
                Z2 = A2;
                Z1 = A1;
                Z0 = A0;    
            end
            S4:
            begin
                if(AN)
                    Z4 = negative;
                else
                    Z4 = blank;
                Z3 = A3;
                Z2 = A2;
                Z1 = A1;
                Z0 = A0;
            end
            S5:
            begin   
            if(A3 != 0)
            begin
                if(AN)
                    Z4 = negative;
                else
                    Z4 = blank;
            Z3 = A3; 
            Z2 = A2; 
            Z1 = A1; 
            Z0 = A0;
            end
            else if(A2 != 0)
            begin
                Z4 = blank;
                if(AN)
                    Z3 = negative;
                else
                    Z3 = blank;
                Z2 = A2; 
                Z1 = A1; 
                Z0 = A0;
            end
            else if (A1 != 0)
            begin
                Z4 = blank; Z3 = blank;
                if(AN)
                    Z2 = negative;
                else
                    Z2 = blank;
                Z1 = A1;
                Z0 = A0;
            end                                        
            else if (A0 != 0)
            begin
                Z4 = blank; Z3 = blank; Z2 = blank;
                if(AN)
                    Z1 = negative;
                else
                    Z1 = blank;
                Z0 = A0;
            end
            else if(A0 == 0)
            begin
                Z4 = blank; Z3 = blank; Z2 = blank; Z1 = blank;
                Z0 = A0;            
            end        
            end
            S6:
            begin
                Z4 = blank; Z3 = blank; Z2 = blank; 
                if(BN)
                    Z1 = negative;
                else
                    Z1 = blank;    
                Z0 = B0;    
            end
            S7:
            begin
                Z4 = blank; Z3 = blank;
                if(BN)
                    Z2 = negative;
                else
                    Z2 = blank;
                Z1 = B1;
                Z0 = B0;
            end
            S8:
            begin
                Z4 = blank;
                if(BN)
                    Z3 = negative;
                else
                    Z3 = blank;
                Z2 = B2;
                Z1 = B1;
                Z0 = B0;
            end
            S9:
            begin
                if(BN)
                    Z4 = negative;
                else
                    Z4 = blank;
                Z3 = B3;
                Z2 = B2;    
                Z1 = B1;
                Z0 = B0;                 
            end
            S10:
            begin   
            if(A3 != 0)
            begin
                if(AN)
                    Z4 = negative;
                else
                    Z4 = blank;
            Z3 = A3; 
            Z2 = A2; 
            Z1 = A1; 
            Z0 = A0;
            end
            else if(A2 != 0)
            begin
                Z4 = blank;
                if(AN)
                    Z3 = negative;
                else
                    Z3 = blank;
                Z2 = A2; 
                Z1 = A1; 
                Z0 = A0;
            end
            else if (A1 != 0)
            begin
                Z4 = blank; Z3 = blank;
                if(AN)
                    Z2 = negative;
                else
                    Z2 = blank;
                Z1 = A1;
                Z0 = A0;
            end                                        
            else if (A0 != 0)
            begin
                Z4 = blank; Z3 = blank; Z2 = blank;
                if(AN)
                    Z1 = negative;
                else
                    Z1 = blank;
                Z0 = A0;
            end
            else
            begin
                Z4 = blank; Z3 = blank; Z2 = blank; Z1 = blank;
                Z0 = A0;            
            end        
            end
            S12:
            begin
                out_error = 1;
                Z4 = error_E;
                Z3 = error_E;
                Z2 = error_E;
                Z1 = error_E;
                Z0 = error_E;
            end
    endcase
end                        
endmodule
</file>
<file path="flow/run.sh">
#!/bin/bash
# OpenROAD 26Q1-2900-gdf79404cd8, Yosys 0.63+post, stock flow scripts
make -C /OpenROAD-flow-scripts/flow DESIGN_CONFIG=/design/flow/config.mk WORK_HOME=/design/flow/orfs finish
</file>
==> ci_impl_report.md <==
### Flow metrics

| Metric | Value |
|---|---|
| Average wire length per cell after detail routing | `20.64 um` |
| Worst R2R Path Depth | `6` |
| IO Count | `83` |
| Vias/cell | `6.540` |
| Number of H-tree branching levels | `2` |
| Type of the worst setup path | `input pin to register` |
| Critical path data required time | `6.79 ns` |
| Cell Count, Final, Fillers Out | `611` |
| DRC violations left | `0` |
| Kind of path behind the tightest hold check | `register to register` |
| Clock share of power | `11.1%` |
| Xor/xnor share of the synthesized area | `0.4608%` |
| Maximum root-to-sink buffer count | `2` |
| Fill cell total of the finished layout | `633` |
| Top cells excl fill/tap | `clkdlybuf4s50_1, nand2_1, dfrtp_1` |
| Clock root buffer master | `clkbuf_8` |
| Flip-flops with a built-in enable | `0` |
| Number of resized instances in the post-cts repair step | `0` |
| Number of max-capacitance violations reported | `0` |
| CP peak stage delay | `0.83 ns` |
| Seq pwr share | `30.2%` |
| Pin count of the biggest net entering global routing | `56` |
| Number of port buffers | `80` |
| Overall Global Routing Usage | `33.36%` |
| DIE AREA | `7955 um2` |
| Wire length of the first global-routing pass | `19250 um` |
| Highest-delay cell along the critical path | `o21ai_1` |
| Post-synth mux share | `6.748%` |
| Aoi share | `28.01%` |
| Core utilization before placement | `52.13%` |
| Worst rel slew slack | `39.97%` |
| Routed wire length | `12610 um` |
| Maximum VDD drop | `221.2 uV` |
| Post-synthesis cell count from yosys | `457` |
| Synth Cell Area | `3801 um2` |
| Number of logged tool warnings | `26` |
| HPWL after detailed placement | `8840 um` |
| Logic gate share of total power | `58.7%` |
| Internal | `1.040 mW` |
| Crit path capture type | `register` |
| Register pins left without a clock | `18` |
| Largest clock skew in the final design | `0.01029 ns` |
| Startpoint class of the critical path | `input pin` |
| Fraction of layout instances using a drive strength above 1 | `9.180%` |
| Count of state elements after synthesis | `60` |
| Status | `finished, final reports clean` |
| # placed instances | `603` |
| Residual antenna-violating net count after detailed routing | `0` |
| Max Fclk | `270.4 MHz` |
| Fraction of synthesis flops using an asynchronous set or reset pin | `70.00%` |
| Main combinational cell family by area after synthesis | `AND-OR/OR-AND gates` |
| Net switching power | `827.5 uW` |
| CP delay by family, top | `AND-OR/OR-AND gates` |
| Clock latency of the later-clocked register in the worst-skew pair | `0.30 ns` |
| Avg Inst Size Synth | `8.318 um2` |
| TritonCTS clock tree | `built` |
| Vertical die size | `89.19 um` |
| Post-synthesis share of cell area spent on and, or, nand and nor gates | `23.11%` |
| Number of library cell types mapped by synthesis | `71` |
| Vias in the first global route | `3379` |
| Area overhead of the layout relative to synthesis | `23.17%` |
| Setup Buffers After CTS | `0` |
| Most frequently used flop master after synthesis | `dfrtp_1` |
| Final GP Congestion | `1.013` |
| Yosys synthesis warning count | `1` |
| Period utilization | `56.03%` |
| Number of max-slew violations in the final report | `0` |
| Final period demand of the worst path | `3.698 ns` |
| Setup TNS | `0 ns` |
| Placeable core region | `7292 um2` |
| Chip Width | `89.19 um` |
| Critical-path cell list | `clkdlybuf4s50_1 > o21ai_1 > a221oi_1 > a221oi_4 > mux2_2` |
| Arrival time of data at the critical path endpoint | `3.89 ns` |
| Clock transition at the registers of the reported paths | `0.08 ns` |
| Endpoints left unconstrained | `36` |
| Total number of cells along the worst setup path | `5` |
| Most frequently placed logic cell in the final layout | `clkdlybuf4s50_1` |
| Antenna violations before repair | `0` |
| Arithmetic-cell share of the synthesized area counting full adders, half adders and majority gates | `0%` |
| Buffering stage count on the worst path with inverters included | `1` |
| Total number of vias | `3996` |
| Critical Path Fanout Max | `20` |
| Instance tally after logic synthesis | `457` |
| Final Hold Viols | `0` |
| Worst-margin pin slew | `0.8987 ns` |
| Count of standard-cell rows | `31` |
| Final setup viols | `0` |
| TritonCTS buffer count | `5` |
| Static Leakage | `1.883 nW` |
| Number of buffers added to fix hold violations after cts | `0` |
| Length of the first detailed-routing pass in iterations | `6` |
| Unrepaired setup endpoints after global routing | `no` |
| Power per standard cell area | `398.9 nW/um2` |
| Chip area estimate from yosys synthesis | `3801 um2` |
| Switching portion of total power | `44.31%` |
| Detailed Route Iter0 Violations | `562` |
| Inserted Diodes | `0` |
| Cells on Worst Hold Path | `1` |
| Sum of overflow across all layers after global routing | `0` |
-- layer usage --
metal  global-route usage, %  vias up  wire length, um
met4                   6.061        0              273
met1                   54.94     1865             5417
li1                        -     1813                -
met5                       0        -                0
met3                   5.056       29             1343
met2                   48.16      289             5578
-- area by class of cell --
| cell class | instances | area [um2] | area share [%] |
|---|---|---|---|
| Multi-Input combinational cell | 347 | 2225 | 47.51 |
| Sequential cell | 60 | 1321 | 28.22 |
| Timing Repair Buffer | 90 | 875.8 | 18.71 |
| Tap cell | 99 | 123.9 | 2.646 |
| Clock buffer | 6 | 72.57 | 1.550 |
| Clock inverter | 2 | 37.54 | 0.8017 |
| Inverter | 7 | 26.28 | 0.5612 |
-- worst paths after layout --
check,start,to,slack [ns]
worst max-delay path,digit[1],A2[0],2.90
worst min-delay path,operator[3],operator[3],0.48
worst max register to register,state[1],AN,3.55
worst min register to register,operator[3],operator[3],0.48
max in group asynchronous,reset,B1[1],4.77
min in group asynchronous,reset,A1[0],1.46
-- synthesized netlist by cell type (5+ instances only) --
library cell	number	area, um2
nand2_1	64	240.2
dfrtp_1	42	1051
nand3_1	26	130.1
nor2_1	26	97.59
a21oi_1	24	120.1
buf_2	24	120.1
o21ai_0	23	115.1
mux2_2	20	225.2
dlxtn_1	18	270.3
a22o_1	15	131.4
clkbuf_1	11	41.29
a22oi_1	9	67.56
nor2b_1	9	56.30
o22ai_1	9	56.30
a221oi_1	8	70.07
buf_4	8	60.06
nand2b_1	8	50.05
inv_1	7	26.28
nor3_1	6	30.03
nor4_1	6	37.54
a221o_1	5	50.05
a31oi_1	5	31.28
o211ai_1	5	37.54
-- power by group through the flow --
stage	clock network [mW]	logic (mW)	registers (mW)
4_1_cts	0.209	1.08	0.559
5_1_grt	0.219	1.19	0.581
6_report	0.208	1.10	0.564
-- metrics by stage --
stage	worst slack, ns	hold WS [ns]	total power, mW	cell area (um2)	utilization [%]
floorplan	3.864	0.4084	1.215	3805	-
global placement	2.704	0.4490	1.627	4572	62.70
detailed placement	2.640	0.4586	1.636	4572	62.70
CTS	2.954	0.4792	1.848	4682	64.21
global route	2.754	0.5048	1.995	4682	64.21
finish	2.902	0.4768	1.868	4682	64.21
-- registers in the layout, indices dropped and copies added, names as in the netlist --
name / flops
B3: 4
operator: 4
A3: 4
Z1: 4
A1: 4
Z0: 4
B0: 4
B2: 4
BN: 1
state: 4
Z3: 4
Z2: 4
Z4: 2
B1: 4
A2: 4
AN: 1
A0: 4
-- worst register-to-register path, cell delays in order (launching register included) --
cell,delay (ns)
dfrtp_1,0.33
buf_4,0.48
and3b_1,0.59
or2_1,0.71
a22oi_1,0.24
a31oi_1,0.26
mux2_1,0.34
-- cell families (layout without fill, tap and decap cells) --
family	Yosys count	in the layout
other	1	2
DFF	42	42
and+or+nand+nor	174	174
buffers and inverters	51	105
xor gates and xnor gates	2	2
muxes	23	23
AOI/OAI and AO/OA	146	146
latches	18	18
Power figures rest on the tool's default switching activity, not on a simulated workload.
